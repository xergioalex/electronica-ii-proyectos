==> /design/flow/design.v <==
`timescale 1ns / 1ps
module SafeBox(clk, btn0,btn1,btn2,btn3,switch,sevensegs,anodos,leds);
    input clk,btn0,btn1,btn2,btn3,switch;    
    output [6:0] sevensegs;
    output [3:0] anodos;
    output [7:0] leds;    
	 wire pulse0,pulse1,pulse2,pulse3;
	 wire en0,en1,en2,en3;
	 wire [15:0] clave;
	 wire [3:0] clave0,clave1,clave2,clave3;
	 wire clk_display;
	 Divisor divisor_display(clk,clk_display);
	 PTD push_button0(clk,btn0,pulse0);
	 PTD push_button1(clk,btn1,pulse1);
	 PTD push_button2(clk,btn2,pulse2);
	 PTD push_button3(clk,btn3,pulse3);
	 Decodificador Dec_Anodos(pulse2, en0,en1,en2,en3);
	 Registro R_Clave0(clk, pulse0 && en0,pulse1 && en0,clave0);
	 Registro R_Clave1(clk, pulse0 && en1,pulse1 && en1,clave1);
	 Registro R_Clave2(clk, pulse0 && en2,pulse1 && en2,clave2);
	 Registro R_Clave3(clk, pulse0 && en3,pulse1 && en3,clave3);
	 Display Segmentos(clk_display, clave, sevensegs,anodos);
	 Update_And_Check ActualizarVerificar(clave, pulse3,switch,leds);
	 assign clave = {clave0,clave1,clave2,clave3};
endmodule
module Registro(clk, en_sub , en_add , clave);
	input clk,en_add,en_sub;	
	output reg [3:0] clave;
	initial clave = 4'b0;
	always @ (posedge clk)begin							
		if(en_add)
			clave <= (clave==4'b1001)? 4'b0 : clave+4'b0001;
		else if(en_sub) 
			clave <= (clave==4'b0000)? 4'b1001 : clave-4'b0001;
	end
endmodule
 module PTD(clk, pulse,pulse_out);
    input clk,pulse;        
    output pulse_out;    
	 reg salida;
	 initial salida='b0;
	 always @(posedge clk) begin
			salida <= pulse;
	 end
	 assign pulse_out = pulse && ~salida;
endmodule
module Decodificador( pulse, en0,en1,en2,en3);
	input pulse;	
	output reg en0,en1,en2,en3;
	reg [1:0] dec;
	initial dec = 2'b00;
	always @(posedge pulse) begin
		if(dec==2'b11)
			dec <= 2'b00;
		else
			dec <= dec + 2'b01;
	end
	always @(dec) begin
		case(dec)
			2'b00 : begin en0 <= 'b1; en1 <= 'b0; en2 <= 'b0; en3 <= 'b0; end
			2'b01 : begin en0 <= 'b0; en1 <= 'b1; en2 <= 'b0; en3 <= 'b0; end
			2'b10 : begin en0 <= 'b0; en1 <= 'b0; en2 <= 'b1; en3 <= 'b0; end
			2'b11 : begin en0 <= 'b0; en1 <= 'b0; en2 <= 'b0; en3 <= 'b1; end
		endcase
	end	
endmodule
module Divisor(clk,en_out);
	input clk;
	output en_out;
	reg en;
	integer cont;	
	initial begin en=0; cont= 0; end
	always@(posedge clk) 
	begin
		cont = cont+1;
		if(cont==2) begin
			cont = 0;
			en = ~en;
		end
	end
	assign en_out = en;
endmodule
module Display(clk, clave, sevensegs,anodos);
	input clk;	
	input [15:0] clave;
	output reg [6:0] sevensegs;
	output reg [3:0] anodos;	
	reg [3:0] choose;
	initial begin sevensegs = 7'b1111111; anodos = 4'b1110; end
	always @(posedge clk) begin
		anodos <= (anodos==4'b1110)? 4'b1101 : (anodos==4'b1101)? 4'b1011 : (anodos==4'b1011)? 4'b0111 : (anodos==4'b0111)? 4'b1110: 4'b1110 ;
	end
	always @(posedge clk) begin
		case(anodos)
			4'b1110 : choose <= clave[3:0];
			4'b1101 : choose <= clave[7:4];
			4'b1011 : choose <= clave[11:8];
			4'b0111 : choose <= clave[15:12];
		endcase
	end
	always @(choose) begin
		case(choose)
			4'b0000 : sevensegs <= 7'b0000001;
			4'b0001 : sevensegs <= 7'b1001111;
			4'b0010 : sevensegs <= 7'b0010010;
			4'b0011 : sevensegs <= 7'b0000110;
			4'b0100 : sevensegs <= 7'b1001100;
			4'b0101 : sevensegs <= 7'b0100100;
			4'b0110 : sevensegs <= 7'b0100000;
			4'b0111 : sevensegs <= 7'b0001111;
			4'b1000 : sevensegs <= 7'b0000000;
			4'b1001 : sevensegs <= 7'b0001100;
			default : sevensegs <= 7'b0000001;
		endcase
	end
endmodule
module Update_And_Check(clave, pulse,switch,leds);
    input pulse,switch;   
	 input [15:0] clave;
    output reg [7:0] leds;    
	 reg [15:0] clave_save;
	 initial leds=8'b0;	 	 	
	 always@(posedge pulse) begin
		if(switch) begin clave_save <= clave; leds <= 8'b0; end
		else
		if(clave == clave_save)
			begin leds <= 8'b11111111; end
	 end
endmodule
==> /design/flow/run.sh <==
#!/bin/bash
# OpenROAD 26Q1-2900-gdf79404cd8, Yosys 0.63+post, stock flow scripts
make -C /OpenROAD-flow-scripts/flow DESIGN_CONFIG=/design/flow/config.mk WORK_HOME=/design/flow/orfs finish
==> /design/flow/config.mk <==
export PLATFORM = sky130hd
export DESIGN_NAME = SafeBox
export DESIGN_NICKNAME = SafeBox
export VERILOG_FILES = /design/flow/design.v
export SDC_FILE = /design/flow/constraint.sdc
export NUM_CORES = 4
export LEC_CHECK = 1
export CORE_UTILIZATION = 30
==> /design/flow/constraint.sdc <==
current_design SafeBox

set clk_period 9.4
set clk_io_pct 0.2

create_clock -name clk0 -period $clk_period [get_ports {clk}]

set non_clock_inputs [all_inputs -no_clocks]
set_input_delay [expr $clk_period * $clk_io_pct] -clock clk0 $non_clock_inputs
set_output_delay [expr $clk_period * $clk_io_pct] -clock clk0 [all_outputs]
==> results_slide.txt <==
Physical Implementation Snapshot

Critical path
  • Worst r2r path cells: 7
  • Worst setup EP type: flop
  • CP Class: in2reg
  • WP data arrival: 3590 ps
  • Most frequent CP cell: o21ai_0
  • Critical Path RT: 9540 ps
  • CP max stage delay: 470 ps
  • CP Max Fanout: 9
  • Slowest-stage cell, CP: clkdlybuf4s50_1
  • Worst setup SP type: primary input
  • Critical path, cell by cell: clkdlybuf4s50_1, nor2b_1, and2_0, nand3_1, o21ai_0, a22oi_1, o21ai_0

Synth
  • Cell Type Count: 60
  • Post-Syn Area: 4620 um^2
  • #FFs+latches synth: 87
  • Mean Syn Cell Area: 9.83 um^2
  • Mapped Cells: 470
  • Ys async rst share: 0
  • Yosys stat area: 4620 um^2
  • Synth Flop Type: dfxtp_1
  • Register area share after synthesis: 0.457
  • EDFF count, synth: 37
  • Syn. warnings: 6
  • Cell count listed in synth_stat.txt: 470

STA
  • Final setup fails: 0
  • Unrepaired setup endpoints after global routing: no
  • Relative max-transition margin: 0.511
  • Register pins left without a clock: 34
  • Clock skew: 4.82 ps
  • Fmax: 290 MHz
  • Worst-Margin Slew: 731 ps
  • Final Max Tran Viols: 0
  • Number of unconstrained endpoints: 73
  • Setup TNS Final: 0 ps
  • Fin crit period: 3440 ps
  • Final Hold Viols: 0
  • Final critical-path share of the clock period: 0.366

Final layout
  • Area Growth Syn to Fin: 10.2%
  • Fill cells: 1453
  • Non-Filler Instances: 651
  • Dominant logic cell type in the layout: dfxtp_1
  • Share of cells above drive strength 1: 0.0578
  • Most frequent cells in the layout: 50 x dfxtp_1, 37 x edfxtp_1, 36 x nand2_1
  • Cell area after layout: 5090 um^2

Place
  • HPWL after DPL: 6.05 mm
  • Port buffer count: 24
  • Cells after DPL: 643
  • Final Wtd Congestion: 0.824
  • Area after DPL: 4910 um^2

Clock tree
  • Cts repair resizes: 0
  • TritonCTS clock tree: yes
  • CTS buffer count: 5
  • CTS Hold Buffers Added: 0
  • Reg clk slew, reported paths: 70 ps
  • Root Driver: clkbuf_16
  • H-tree levels: 2
  • CTS Buffer Depth: 2
  • Postcts setup bufs: 0
  • Clk latency of the worst-skew pair: 290 ps

Status
  • Outcome: finished, final reports clean

Min path
  • Hold Path Class: reg2reg
  • WHS Path Cells: 1

Die
  • Die Span Y: 126 um
  • Floorplan Utilization: 0.313
  • Die X: 126 um
  • Row cnt: 44
  • Chip area: 15900 um^2
  • Core footprint: 14800 um^2
  • IO Count: 25

Drt
  • ANT cells: 0
  • DRC viols: 0
  • Total vias in the final route: 3238
  • Final wirelength: 8.21 mm
  • Routed WL per cell: 12.6 um
  • Vias per cell: 4.97
  • Iteration-0 DRC Markers: 153
  • First-pass DRT Iterations: 4
  • Final ANT Viol Nets: 0

Power
  • Pwr Density: 94.1 nW/um^2
  • Worst vdd ir: 0.0544 mV
  • Static Leak: 1.76 nW
  • Pwr Total: 0.000479 W

GRT
  • Largest net degree at the start of global routing: 18
  • Initial antenna violation count: 0
  • GRT Total Usage: 0.109
  • Grt ovf: 0
  • Vias in the first global route: 3014
  • First-pass GRT wire length: 14.1 mm

Job
  • Tool warnings: 33
  • Max cap viols: 0
Yosys cell counts, drive strengths merged (10+ instances only):
| cell | n | area [um^2] |
|---|---|---|
| xnor2 | 35 | 307 |
| and2 | 10 | 62.6 |
| buf | 13 | 92.6 |
| nand4 | 12 | 96.3 |
| nor3 | 12 | 60.1 |
| nor2 | 21 | 78.8 |
| nand2 | 36 | 135 |
| nor4 | 15 | 134 |
| inv | 26 | 97.6 |
| a21oi | 15 | 75.1 |
| clkbuf | 23 | 98.8 |
| xor2 | 23 | 201 |
| dfxtp | 50 | 1000 |
| nand3 | 22 | 133 |
| ha | 11 | 138 |
| o21ai | 27 | 135 |
| edfxtp | 37 | 1110 |
path summary, 6_finish.rpt:
kind	endpoint	slack, ps	start
min reg2reg	divisor_display.cont[30]	490	divisor_display.cont[30]
max	R_Clave0.clave[3]	5960	btn1
min	divisor_display.cont[30]	490	divisor_display.cont[30]
max reg2reg	divisor_display.en	6350	divisor_display.cont[0]
sequential cells by signal, indices dropped and copies added, names as in the netlist:
name and flops:
Segmentos.anodos 4, ActualizarVerificar.clave_save 16, Segmentos.choose 4, divisor_display.en 1, push_button3.salida 1, push_button1.salida 1
Dec_Anodos.dec 2, R_Clave3.clave 4, sevensegs 7, R_Clave2.clave 4, R_Clave1.clave 4, R_Clave0.clave 4
push_button2.salida 1, push_button0.salida 1, divisor_display.cont 32, ActualizarVerificar.leds 1
routing by layer:
layer  track usage  wire, um
met1         0.162      3990
met2         0.172      3720
met3        0.0216       413
met5             0         0
met4        0.0170        86
per-stage QoR:
stage | setup WS [ps] | hold WS (ps) | utilization
after floorplan | 6230 | 455 | -
after global placement | 5680 | 476 | 0.333
after detailed placement | 5620 | 480 | 0.333
after CTS | 5920 | 493 | 0.345
after global routing | 5740 | 510 | 0.345
final | 5960 | 489 | 0.345
cell type report:
cell class,instances,area [um^2],share of cell area
clock buffers,7,175,0.0344
clock inverters,1,8.76,0.00172
inverters,26,97.6,0.0192
multi-input cells,321,2220,0.436
flip-flops and latches,87,2110,0.415
well taps,184,230,0.0452
repair buffers,25,248,0.0487
report_power, final:
part           leakage, nW  switching, W  internal (W)  total [W]
Sequential           0.747    0.00000323      0.000245   0.000248
Combinational        0.927    0.00000700    0.00000636  0.0000134
Clock               0.0908     0.0000860      0.000132   0.000218
Total                 1.76     0.0000962      0.000383   0.000479
kinds of logic (layout without fill, tap and decap cells):
kind of cell | after synthesis | after routing | synth area share
AND-OR/OR-AND | 76 | 76 | 0.104
XOR/XNOR | 58 | 58 | 0.110
adder cells (fa/ha/maj) | 11 | 11 | 0.0298
buffers and inverters | 62 | 59 | 0.0625
flip-flops | 87 | 87 | 0.457
multiplexers | 8 | 8 | 0.0179
AND/OR/NAND/NOR | 168 | 168 | 0.219
critical path, delay by kind of cell:
kind                   cells  cell delay [ps]
AND/OR/NAND/NOR            3              890
buffers and inverters      1              470
AND-OR/OR-AND              3              350
No activity file was given, so power comes from the tool's default toggle rates.
